--- ./config.mk ---
export PLATFORM = sky130hd
export DESIGN_NAME = Transmitter
export DESIGN_NICKNAME = Transmitter
export VERILOG_FILES = /design/flow/design.v
export SDC_FILE = /design/flow/constraint.sdc
export NUM_CORES = 4
export LEC_CHECK = 1
export CORE_AREA = 10 10 100 100
export DIE_AREA = 0 0 110 110
--- ./run.sh ---
#!/bin/bash
# OpenROAD 26Q1-2900-gdf79404cd8, Yosys 0.63+post, stock flow scripts
make -C /OpenROAD-flow-scripts/flow DESIGN_CONFIG=/design/flow/config.mk WORK_HOME=/design/flow/orfs finish
--- ./constraint.sdc ---
current_design Transmitter

set clk_period 2.6
set clk_io_pct 0.2

create_clock -name clk0 -period $clk_period [get_ports {s_tick}]

set non_clock_inputs [all_inputs -no_clocks]
set_input_delay [expr $clk_period * $clk_io_pct] -clock clk0 $non_clock_inputs
set_output_delay [expr $clk_period * $clk_io_pct] -clock clk0 [all_outputs]
--- ./design.v ---
`timescale 1ns/1ns
module Transmitter
#( parameter DBit=8,SBit=16 
)
(
input tx_start,s_tick,
input [7:0]tx_dataIn,
output reg tx_done_tick,tx_dataOut
);
reg [1:0]state;
reg[3:0]tickCounter;
reg[2:0]n;
localparam IDLE=0,Start=1,Data=2,Stop=3;
reg[7:0] data; 
initial
begin
    state<=IDLE;
    n<=0;
    tickCounter<=0;
    tx_dataOut<=1;
    data<=0;
    tx_done_tick<=0;
  end
always @(posedge s_tick) 
    case(state)
        IDLE:
         begin
            if(tx_start==1)  
              begin
                tx_done_tick <= 1;
                #15
                tx_done_tick <= 0;
                state<=Start;
                tickCounter<=0;
                n<=0;
                #5
                data=tx_dataIn;  
              end
          end
        Start:
          begin
            tx_dataOut<=0;
            if(tickCounter<15)
              begin
                tickCounter<=tickCounter+1;
              end
            else
              begin
                tickCounter<=0;
                state<=Data;
                n<=n+1;
              end
           end
        Data:
           begin
             tx_dataOut<=data[0];   
             if(tickCounter<15)
                 begin
                     tickCounter<=tickCounter+1;
                  end
             else
                 begin
                      tickCounter<=0;
                      data<=data>>1;
                      n<=n+1;
                      if(n==DBit-1)
                        begin
                          state<=Stop;
                        end
                  end
            end
        Stop:
          begin
            tx_dataOut<=1;
            if(tickCounter<SBit-1)
                begin
                    tickCounter<=tickCounter+1;
                end
            else
                begin
                    state<=IDLE;
                    tx_dataOut <= 1;
                end
          end
    endcase
endmodule
==> impl_metrics.yaml <==
# implementation run metrics
final_timing:
  clock_skew_ps: 4.91
  setup_tns_ps: 0
  whs_ps: 532
  min_period_over_period_pct: 67.1
  setup_viol: 0
  rsz0062_at_grt: "false"
  period_needed_ps: 1750
  fmax_mhz: 573
  max_slew_margin_pct: 64.8
  slew_violations: 0
  tightest_slew_ps: 529
  finalHoldViolations: 0
routing:
  drt.antenna.violating_nets: 0
  routed_wl_mm: 1.53
  drt_pass1_iterations: 3
  drt-wirelength-per-cell_um: 8.52
  vias_per_cell: 2.88
  diodes: 0
  vias: 515
  drc: 0
  drt_iter0_markers: 28
clocking:
  path_clk_slew_ps: 60
  holdBufCountCts: 0
  clock_path_buffers: 2
  cts_root_buffer: "clkbuf_8"
  cts_max_level: 1
  numCtsBuffers: 3
  cts.sinks: 18
  cts_setup_buffers: 0
  cts-resized-gates: 0
  tritoncts: "built"
  clk_latency_ps: 250
setup_path:
  criticalPathCategory: "reg -> reg"
  path_cells: "inv_1 -> ha_1 -> a2111oi_2 -> buf_4"
  end_kind: "flip-flop"
  worstPathArrival_ps: 1700
  start_kind: "flip-flop"
  critPathMaxStageDelay_ps: 390
  required_ps: 2560
  cp_slowest_cell: "ha_1"
  cp_max_fo: 12
logic_synthesis:
  ys_seq_share_pct: 59.0
  synth.distinct_cells: 24
  area_leaders: "edfxtp_1 59%, ha_1 11%, mux2_2 8.6%, nor2b_1 2.0%, a21oi_1 1.6%"
  synth-main-ff-cell: "edfxtp_1"
  yosys_cells: 64
  async_reset_ff_share_pct: 0
  syn-mean-instance-area_um2: 14.3
  synth_cells: 64
  ys_warn_count: 1
  syn_area_um2: 916
  edf_count: 18
  ys.flops: 18
  synth.top_cell.area_share_pct: 59.0
  synth_top_cell_by_area: "edfxtp_1"
  yosys_area_um2: 916
floorplan:
  fp_util_pct: 11.7
  num_io_pins: 12
  die_y_um: 110
  rows: 32
  chipArea_mm2: 0.0121
  fp.dieW_um: 110
  core-area_mm2: 0.00781
final_layout:
  syn2layout_area_growth_pct: 29.0
  fillers: 863
  drive_gt1_share_pct: 19.5
  layout_top_cells: "18 x edfxtp_1, 10 x clkdlybuf4s50_1, 8 x ha_1"
  final_util_pct: 15.1
  stdcell_area_mm2: 0.00118
  mostFrequentLayoutCell: "edfxtp_1"
power_and_ir_drop:
  p_per_area_mw_per_mm2: 1110
  p_leak_nw: 0.415
  max-vdd-ir-drop_mv: 0.322
grt:
  antenna_found_initial: 0
  grt_overflow_total: 0
  busiest_layer: "met2"
  grt_usage_pct: 2.69
  grt_pass1_vias: 541
  use_met1_pct: 3.31
  grt_first_pass_wirelength_mm: 2.59
  grtUsageMet3_pct: 1.35
  grt_max_degree: 13
  grt_util_met2_pct: 4.28
place:
  hpwl_mm: 1.19
  io_buffers: 10
  gp_congestion: 0.768
  place_area_mm2: 0.00114
run:
  warnings: 29
  max_cap_violations: 0
run_status:
  status: "finished, final reports clean"
hold_path:
  hp-class: "reg -> reg"
-- synth_stat cells, drive strengths merged, types with 2 or more instances --
| cell type | number |
|---|---|
| edfxtp | 18 |
| ha | 8 |
| mux2 | 7 |
| a21oi | 3 |
| inv | 3 |
| nor2b | 3 |
| and2 | 2 |
| buf | 2 |
| nand3 | 2 |
| nor2 | 2 |
| nor3 | 2 |
-- layer usage --
layer	vias to the layer above	routed length [µm]
met5	-	0
met4	0	0
met3	0	115
met2	9	742
met1	244	668
li1	262	-
-- cells by family (layout without fill, tap and decap cells) --
family,after synthesis,count (layout),synth area share [%]
flops,18,18,59.0
simple gates,15,15,9.70
fa+ha+maj,8,8,10.9
compound gates,8,8,6.42
mux,8,8,9.70
buf+inv,5,18,2.87
other cells,1,1,0.409
xor+xnor,1,1,0.956
-- where the power goes --
part	internal, W	leakage [nW]	switching (W)	total (W)
Sequential	0.000551	0.180	0.0000578	0.000609
Clock	0.000105	0.0231	0.0000836	0.000188
Combinational	0.000247	0.212	0.000272	0.000519
-- state kept, by name (all words and copies together), names as in the netlist --
| register | flops |
|---|---|
| data | 8 |
| n | 3 |
| tx_dataOut | 1 |
| tickCounter | 4 |
| state | 2 |
-- layout make-up --
cell class | count | area, µm² | share of cell area, %
Multi-Input combinational cell | 41 | 349 | 29.6
Clock buffer | 3 | 41.3 | 3.50
Clock inverter | 1 | 3.75 | 0.318
Inverter | 3 | 11.3 | 0.953
Sequential cell | 18 | 541 | 45.8
Tap cell | 102 | 128 | 10.8
Timing Repair Buffer | 11 | 108 | 9.11
-- worst paths after layout --
| kind | startpoint | end | slack, ps | cells past startpoint |
|---|---|---|---|---|
| worst max register to register | state[0]$_DFFE_PP_ | data[2]$_DFFE_PP_ | 850 | 4 |
| worst max-delay path | state[0]$_DFFE_PP_ | data[2]$_DFFE_PP_ | 850 | 4 |
| worst min-delay path | data[0]$_DFFE_PP_ | tx_dataOut$_DFFE_PN_ | 530 | 1 |
| worst min register to register | data[0]$_DFFE_PP_ | tx_dataOut$_DFFE_PN_ | 530 | 1 |
-- per-stage QoR --
stage               cells  setup slack, ps  total power (W)
CTS                   179              840          0.00133
global placement      175              646          0.00113
finish                179              854          0.00132
global route          179              688          0.00143
detailed placement    175              631          0.00114
floorplan              64              699         0.000992
-- critical path, delay by kind of cell (launching register included) --
| family | cells | cell delay (ps) |
|---|---|---|
| flip-flops | 1 | 380 |
| AND-OR/OR-AND | 1 | 370 |
| adder cells (fa/ha/maj) | 1 | 390 |
| buffers and inverters | 2 | 320 |
Power is estimated from default activity; no workload was simulated.
