[./run.sh]
#!/bin/bash
# OpenROAD 26Q1-2900-gdf79404cd8, Yosys 0.63+post, stock flow scripts
make -C /OpenROAD-flow-scripts/flow DESIGN_CONFIG=/design/flow/config.mk WORK_HOME=/design/flow/orfs finish
[./config.mk]
export PLATFORM = sky130hd
export DESIGN_NAME = receiver
export DESIGN_NICKNAME = receiver
export VERILOG_FILES = /design/flow/design.v
export SDC_FILE = /design/flow/constraint.sdc
export NUM_CORES = 4
export LEC_CHECK = 1
export CORE_AREA = 10 10 107 107
export DIE_AREA = 0 0 117 117
[./constraint.sdc]
current_design receiver

set clk_period 3.2
set clk_io_pct 0.2

create_clock -name clk0 -period $clk_period [get_ports {s_tick}]

set non_clock_inputs [all_inputs -no_clocks]
set_input_delay [expr $clk_period * $clk_io_pct] -clock clk0 $non_clock_inputs
set_output_delay [expr $clk_period * $clk_io_pct] -clock clk0 [all_outputs]
[./design.v]
`timescale 1ns/1ns
module receiver(rx, s_tick, rx_dataOut, rx_doneTick, clk);
parameter numberOfDataBits = 8;
parameter stopBitTicks = 16;
input wire clk, rx, s_tick  ;
output reg [7:0] rx_dataOut;
output reg rx_doneTick;
reg [1:0] state;
reg [3:0] tickCounter = 0;
reg [2:0] receivedBitsCounter = 0;
reg [7:0] recieverBuffer = 0;
initial begin
    state = 2'b00;
    rx_dataOut = 0;
    rx_doneTick = 0;
end
always @(posedge s_tick) begin
    case(state) 
        2'b00: begin  
            if(rx == 0) begin
                tickCounter = 0;
                state = 2'b01;
            end
        end
        2'b01: begin  
            if(tickCounter == 7) begin
                tickCounter = 0;
                receivedBitsCounter = 0;
                state = 2'b10;
            end
            else begin
                tickCounter = tickCounter + 1;
            end
        end
        2'b10: begin  
            if(tickCounter == 15) begin
                tickCounter = 0;
                recieverBuffer = { rx, recieverBuffer[numberOfDataBits-1 : 1] };  
                if(receivedBitsCounter == numberOfDataBits - 1) begin
                    state = 2'b11;
                end
                else begin
                    receivedBitsCounter = receivedBitsCounter + 1;
                end
            end
            else begin
                tickCounter = tickCounter + 1;
            end
        end
        2'b11: begin  
            if(tickCounter == stopBitTicks-1) begin
                rx_dataOut = recieverBuffer;
                rx_doneTick = 1;
                #15
                rx_doneTick = 0;
                state = 2'b00;
            end
            else begin
                tickCounter = tickCounter + 1;
            end
        end
        default: ;
    endcase
end  
endmodule
==> impl_metrics.yaml <==
# flow metrics
worst_setup_path:
  path_delay_family: "simple AND/OR/NAND/NOR gates"
  critPathSlowestCell: "nor2_1"
  r2r_slack_ns: 1.38
  critPathRequiredTime_ns: 3.18
  cp-start-kind: "register"
  max_stage_delay_ns: 0.57
  rr_worst_depth: 4
  critPathArrivalTime_ns: 1.79
  r2r_start: "tickCounter[0]"
  cp_cell_sequence: "ha_1 > nand3_1 > nor2_1 > a21oi_1"
  worst_setup_path_end_kind: "register"
  path_max_fanout: 9
  regToRegEndpoint: "tickCounter[1]"
  crit_type: "register to register"
  cp_num_buf_inv: 0
logic_synthesis:
  ys_cells: 69
  yosysSeqAreaShare_pct: 70.01
  adder_share_pct: 10.50
  yosys_warnings: 1
  netlist_instances: 69
  ys_ff: 25
  yosysChipArea_mm2: 0.001072
  synthSimpleGateAreaFrac_pct: 8.635
  synth-xor-area-share_pct: 1.634
  syn_area_per_cell_um2: 15.54
  synth.distinct_cells: 25
  synthAoiAreaFrac_pct: 5.018
  ys_sh_mux_pct: 0.9335
  logic_family: "adder cells"
  synthesis.area_mm2: 0.001072
flow_run:
  drv_cap: 0
  warnings: 31
layout:
  area_growth_pct: 25.44
  fin_cells: 192
  drive_above_1_share_pct: 8.642
global_routing:
  grt_max_degree: 16
  antenna_found_initial: 0
  grt_pass1_wl_um: 2325
  grt_pass1_vias: 512
  grt_overflow: 0
  grt_usage_pct: 2.097
clocking:
  ctsResizeCount: 0
  clockBufferDepth: 2
  cts_hold_buf: 0
  path_clk_slew_ns: 0.09
  cts_setup_buffers: 0
  clkSinkCount: 25
  cts_tree: "done"
  cts_buffers: 3
  ctsRootBufferMaster: "clkbuf_8"
  worstSkewPairLatency_ns: 0.26
  cts_max_level: 1
floorplanning:
  fp_util_pct: 11.66
  die_h_um: 117
  io_pins: 12
  row_count: 35
  chipArea_mm2: 0.01369
  die_width_um: 117
  core_mm2: 0.009196
place:
  dp_cells: 188
  hpwl_um: 1089
  post-place-ws_ns: 1.329
  port_buffers: 9
  place.gp.congestion: 0.7438
timing:
  drv_slew: 0
  tightest_slew_ns: 0.7013
  fmax_ghz: 0.5499
  clock_skew_ns: 0.001721
  setup_viol: 0
  maxSlewHeadroom_pct: 53.07
  rsz0062_at_grt: "false"
  finalWorstSetupSlack_ns: 1.381
  hold_viol: 0
  period_used_pct: 56.83
  final.setup.tns_ns: 0
  finalCriticalPeriod_ns: 1.819
  hold_ws_ns: 0.4311
route:
  drt_first_pass_iters: 4
  drtIter0Drc: 18
  totalWireLength_um: 1449
  viasPerCell: 2.745
  n_antenna_cell: 0
  wl_per_cell_um: 7.547
  drcViolationCount: 0
  vias: 527
  antenna_left: 0
worst_hold_path:
  whs_path_depth: 0
  min_path_type: "register to register"
  holdPathEnd: "rx_dataOut[0]"
  hold_start: "recieverBuffer[0]"
power:
  power.density_mw_per_mm2: 797.6
  vdd.ir_drop.worst_v: 0.0002364
  p_leak_nw: 0.4500
run_status:
  outcome: "complete, no violations"
## report_power, final
group | internal [W] | switching [W]
clock | 0.0000880 | 0.0000986
sequential | 0.000517 | 0.0000524
combinational | 0.000141 | 0.000176
total | 0.000746 | 0.000327
## cell usage after synthesis
cell type  instances  area, um^2
conb_1             1       3.750
o31a_1             1       8.760
nor3_1             2       10.01
xor2_1             1       8.760
nor4b_1            1       8.760
inv_1              5       18.77
and2_1             3       18.77
edfxtp_1          25       750.7
nand2b_1           1       6.260
nand3_1            2       10.01
a22oi_1            1       7.510
a311o_1            1       10.01
nor2_1             5       18.77
mux2i_1            1       10.01
buf_2              1       5.000
nor2b_1            1       6.260
a21boi_0           1       7.510
or2_2              1       6.260
buf_4              1       7.510
o22ai_1            1       6.260
a21oi_1            1       5.000
xnor2_1            1       8.760
a31o_2             1       8.760
nor3b_1            1       7.510
ha_1               9       112.6
## logic make-up after synthesis
kind of cell    count (synthesis)
flops                          25
buf+inv                         7
simple gates                   17
compound gates                  7
xor+xnor                        2
mux                             1
fa+ha+maj                       9
other cells                     1
## how the worst max path moves through the flow
stage                     startpoint        endpoint  depth (start not counted)
after CTS             tickCounter[0]  tickCounter[1]                          4
final                 tickCounter[0]  tickCounter[1]                          4
after global routing  tickCounter[0]  tickCounter[2]                          4
## flip-flops by register name, indices dropped and copies added, names as in the netlist
signal / count
rx_dataOut: 8
state: 2
receivedBitsCounter: 3
recieverBuffer: 8
tickCounter: 4
## through the flow
step | util (%) | cell area, um^2 | power [W]
2_1_floorplan | - | 1072 | 0.0008149
3_3_place_gp | 14.10 | 1296 | 0.0008955
3_5_place_dp | 14.10 | 1296 | 0.0009048
4_1_cts | 14.63 | 1345 | 0.001089
5_1_grt | 14.63 | 1345 | 0.001162
6_report | 14.63 | 1345 | 0.001073
## worst reg2reg max path, cell delays in order, from the launching register on
cell	delay, ns
edfxtp_1	0.38
ha_1	0.20
nand3_1	0.14
nor2_1	0.57
a21oi_1	0.23
## layout by cell type, fill, tap and decap left out, types with 2 or more instances in the layout
master and count:
edfxtp_1 25, ha_1 9, clkdlybuf4s50_1 9, inv_1 5, nor2_1 5, and2_1 3
clkbuf_8 3, nor3_1 2, nand3_1 2
## area by class of cell
class,instances,area [um^2]
Fill cell,1012,7851
Sequential cell,25,750.7
Multi-Input combinational cell,37,290.3
Tap cell,111,138.9
Timing Repair Buffer,10,97.59
Clock buffer,3,41.29
Inverter,5,18.77
Clock inverter,1,7.507
## layer usage
layer / share of wire (%) / track usage [%]
met3: 8.6 / 0.6192
met4: 0.55 / 0.4942
met1: 49 / 2.933
met2: 41 / 3.150
met5: 0 / 0
Power figures rest on the tool's default switching activity, not on a simulated workload.
