### /design/flow/config.mk
export PLATFORM = sky130hd
export DESIGN_NAME = fifo
export DESIGN_NICKNAME = fifo
export VERILOG_FILES = /design/flow/design.v
export SDC_FILE = /design/flow/constraint.sdc
export NUM_CORES = 4
export LEC_CHECK = 1
export CORE_UTILIZATION = 30
### /design/flow/constraint.sdc
current_design fifo

set clk_period 5.2
set clk_io_pct 0.2

create_clock -name clk0 -period $clk_period [get_ports {clk}]

set non_clock_inputs [all_inputs -no_clocks]
set_input_delay [expr $clk_period * $clk_io_pct] -clock clk0 $non_clock_inputs
set_output_delay [expr $clk_period * $clk_io_pct] -clock clk0 [all_outputs]
### /design/flow/design.v
module fifo( clk, dataIn, readEn, writeEn, dataOut, reset, EMPTY, FULL); 
    input clk, readEn, writeEn, reset;
    output EMPTY, FULL;
    input [7:0] dataIn;
    output reg [7:0] dataOut;  
    reg [3:0] counter = 0; 
    reg [7:0] FIFO [0:7]; 
    reg [2:0]  readPtr = 0, writePtr = 0; 
    assign EMPTY = (counter==0) ? 1'b1 : 1'b0; 
    assign FULL = (counter==8) ? 1'b1 : 1'b0; 
    always @ (posedge clk) begin 
        if (reset) begin 
            readPtr = 0; 
            writePtr = 0; 
        end 
        else if (readEn == 1'b1 && counter != 0) begin 
            dataOut = FIFO[readPtr]; 
            counter = counter - 1;
            readPtr = readPtr + 1; 
        end 
        else if (writeEn == 1'b1 && counter < 8) begin
            FIFO[writePtr] = dataIn; 
            counter = counter + 1;
            writePtr = writePtr + 1; 
        end 
        if (writePtr == 8) 
            writePtr = 0; 
        else if (readPtr == 8) 
            readPtr = 0; 
    end 
endmodule
### /design/flow/run.sh
#!/bin/bash
# OpenROAD 26Q1-2900-gdf79404cd8, Yosys 0.63+post, stock flow scripts
make -C /OpenROAD-flow-scripts/flow DESIGN_CONFIG=/design/flow/config.mk WORK_HOME=/design/flow/orfs finish
==> deck_impl_summary.md <==
Key Metrics from the Run

Yosys
  – Top non-seq family: multiplexers
  – Syn. warnings: 1
  – Area fraction in compound gates: 0.03246
  – Yosys reg bits: around 80
  – Yosys stat chip area: roughly 3400 um^2
  – Post-Syn Area per Cell: roughly 20 um^2
  – # Cells Yosys: 168
  – Count of different cell masters after synthesis: 33
  – Post-synthesis cell count: ~170
  – Synth Area in Adders: 0.02090
  – Area fraction in mux cells: 0.1582
  – Area fraction in xor and xnor cells: 0.007836
  – Basic Gates by Area: 0.04179
  – Post-Syn Area: roughly 3400 um^2
  – Seq share, synth: 0.7164

Critical path
  – Cell family with most CP delay: flip-flops
  – Worst reg2reg path startpoint: counter[1]$_DFFE_PP_
  – CP cell instances: nor4b_1, clkdlybuf4s50_1
  – Crit path max-delay cell type: edfxtp_1
  – Reg-to-Reg End: counter[3]$_DFFE_PP_
  – Req. time, crit path: about 4.2 ns
  – CP max FO: 7
  – Data arrival, critical path: roughly 1.8 ns
  – Crit path buffers/inverters: 1
  – R2R Setup Slk: between 2 and 3 ns
  – Critical path endpoint category: primary output
  – Critical path's largest stage delay: 0.54 ns
  – WS Path Type: register to primary output
  – CP Launch Type: register
  – Reg2Reg Depth: 6

Hold path
  – Hold WC Path Type: register to register
  – Worst Min Path Start: writePtr[1]$_SDFFE_PP0P_
  – Hold path cells: 2
  – Hold Path Sink: writePtr[1]$_SDFFE_PP0P_

Clocking
  – Clock sink count: between 80 and 90
  – Worst-path clk slew: roughly 0.080 ns
  – CTS Buf Count: 9
  – Clk latency late pin: about 0.34 ns
  – Setup Fix Bufs, Post-CTS: 0
  – H-tree levels: 3
  – Cts hold-fix bufs: 0
  – Post_cts resized: 0
  – TritonCTS clock tree: yes
  – Clk root buf: clkbuf_8
  – Max clock buf depth: 2

Timing
  – Slew Viols, Final: 0
  – Minimum clock period: around 2.8 ns
  – Clock Skews: 0.006416 ns
  – Fmax achieved: between 300 and 400 MHz
  – Final setup violation count: 0
  – Cycle use final: 0.5374
  – Final hold violation count: 0
  – Worst-Margin Slew: around 0.77 ns
  – Slew margin rel.: 0.4816
  – RSZ-0062 raised after global routing: no
  – Setup TNS: 0 ns

Placement
  – Placed cell count: approximately 330
  – Post-DP HPWL: approximately 3.4 mm
  – Port Buf Inserts: 21
  – Area after DPL: ~3800 um^2
  – Final Wtd Congestion: ~0.73

Final layout
  – Proportion of layout cells with a drive suffix above 1: 0.1787
  – Most frequent cells in the layout: edfxtp_1, clkdlybuf4s50_1, mux4_1, clkbuf_8, buf_4
  – Fin area: around 4000 um^2
  – Fin cells: between 300 and 400
  – Area growth syn-to-layout: 18.81%
  – Most frequent logic cell in the layout: edfxtp_1

Power
  – Cell internal pwr: approximately 0.0011 W
  – Net Sw Frac: 0.2129
  – Maximum VDD drop: around 170 uV
  – Part of the power in registers: 0.552
  – Leak Pwr: around 1.3 nW
  – Power density over the cells: 342.1 nW/um^2
  – Clock power frac: 0.362
  – Pwr Total: about 0.0014 W
  – Comb pwr share: 0.085
  – Psw: between 0.0002 and 0.0003 W

Drt
  – Wire length per cell: between 15 and 20 um
  – Routed WL: roughly 5.7 mm
  – Ant. Diodes: 0
  – Drt initial violations: roughly 41
  – ANT nets after route: 0
  – Vias per inst: ~4.7
  – DRC viols: 0
  – First-pass DRT Iterations: 4
  – Vias: about 1600

Flow run
  – Max-cap viol count: 0
  – OpenROAD warnings: 25

GRT
  – GRT met2 Usage: 0.1676
  – Grt met1 use: 0.1576
  – Grt total ovfl: 0
  – Largest net degree at the start of global routing: 19
  – Vias in the first global route: 1613
  – Grt peak-use layer: met2
  – All-Layer GR Usage: 0.1110
  – Met3 GRT Util: 0.05741
  – Initial antenna violation count: 0
  – First-pass GRT wire length: 8.721 mm

Die
  – Die Ht: around 110 um
  – Core Box Area: between 10000 and 15000 um^2
  – Die area: approximately 12000 um^2
  – Initial core utilization: 0.3080
  – # rows: 38
  – Die x size: ~110 um
  – I/O pins: 22

Run status
  – Outcome: finished clean
==> layer usage <==
layer	share of wire	wire length (um)
met1	0.43	2412
met2	0.48	2693
met3	0.089	502
met4	0.011	60
met5	0	0
==> state kept, by name, indices dropped and copies added, names as in the netlist <==
| name | flops |
|---|---|
| readPtr | 3 |
| counter | 4 |
| writePtr | 3 |
| FIFO | 64 |
| dataOut | 8 |
==> power groups by stage <==
stage     sequential, W  combinational, W  clock (W)
6_report       0.000753          0.000116   0.000494
5_1_grt        0.000755          0.000129   0.000535
4_1_cts        0.000753          0.000119   0.000511
==> synthesized netlist by cell type <==
cell       n  share of area
a21o_1     1         0.0022
a21oi_1    4         0.0060
a311oi_1   1         0.0026
a31o_2     1         0.0026
buf_12     1         0.0060
buf_2      2         0.0030
buf_6      1         0.0034
clkbuf_1   3         0.0034
dfxtp_1    6          0.036
edfxtp_1  76           0.68
fa_1       1         0.0060
ha_1       4          0.015
inv_1      6         0.0067
mux2_2     8          0.027
mux2i_1    2         0.0060
mux4_1    16           0.13
nand2_1    1         0.0011
nand2b_1   3         0.0056
nand3_1    2         0.0030
nand3b_1   1         0.0022
nor2_1     7         0.0078
nor2b_1    1         0.0019
nor3_1     4         0.0060
nor4_1     3         0.0056
nor4b_1    1         0.0026
o21ai_0    3         0.0045
o31a_1     1         0.0026
o31ai_2    1         0.0037
o41ai_4    1         0.0082
or3_1      2         0.0037
or4_1      1         0.0022
xnor2_1    2         0.0052
xor2_1     1         0.0026
==> worst min-delay path, cell delays in order, from the launching register on <==
cell	delay (ns)
dfxtp_1	0.38
o21ai_0	0.10
a21oi_1	0.06
==> how the worst max path moves through the flow <==
stage / start / to / slack, ns / cells after the start
finish: counter[1]$_DFFE_PP_ / FULL / 2.41 / 2
global route: counter[1]$_DFFE_PP_ / FULL / 2.30 / 2
CTS: counter[1]$_DFFE_PP_ / FULL / 2.35 / 2
==> final cells by class <==
| type | count | area [um^2] |
|---|---|---|
| sequential | 82 | 2402 |
| fill | 989 | 6904 |
| tap | 140 | 175.2 |
| multi-input combinational | 73 | 888.4 |
| clock buffer | 9 | 123.9 |
| clock inverter | 7 | 93.84 |
| inverter | 6 | 22.52 |
| timing repair buffer | 30 | 277.8 |
==> kinds of logic (layout without fill, tap and decap cells) <==
logic type,Yosys count,count (layout)
flip-flops,82,82
buffers and inverters,13,52
AND/OR/NAND/NOR,26,26
XOR/XNOR,3,3
AND-OR/OR-AND,13,13
multiplexers,26,26
adder cells (fa/ha/maj),5,5
==> through the flow <==
step / setup WS (ns) / hold slack, ns / utilization
2_1_floorplan: 2.530 / 0.5175 / -
3_3_place_gp: 2.164 / 0.5626 / 0.3459
3_5_place_dp: 2.117 / 0.5669 / 0.3459
4_1_cts: 2.353 / 0.5820 / 0.3659
5_1_grt: 2.298 / 0.6216 / 0.3659
6_report: 2.406 / 0.5863 / 0.3659
Power and IR drop assume default switching activity.
